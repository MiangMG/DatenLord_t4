### design.v
module Handshakes_All #
(
	parameter	WORD_WIDTH = 32
)
(
	input	wire						clk,
	input	wire						rst_n,
	input	wire						up_valid,
	input	wire	[WORD_WIDTH-1:0]	up_data,
	input	wire						down_ready,
	output	wire						down_valid,
	output	wire	[WORD_WIDTH-1:0]	down_data,
	output	wire						up_ready,
	output wire							my_accept,
	output wire							my_transmit
);
wire					load_reg_en,sel_reg_en; 
wire 					enable_a,enable_b;
reg 					load_b; 
reg						sel_b; 
reg 					buf_valid_a,buf_valid_b;
reg	[WORD_WIDTH-1:0]	buf_data_a,buf_data_b;
assign up_ready = (~buf_valid_a)|(~buf_valid_b);
assign down_valid = (buf_valid_a)|(buf_valid_b);
assign load_reg_en = up_valid & up_ready;  
always @(posedge clk)begin
	if (!rst_n)begin
		load_b <= 1'b0;  
	end
	else if(load_reg_en) begin
		load_b <= ~load_b;  
	end
end			
assign enable_a = (~load_b) & up_valid & up_ready;
assign enable_b = (load_b) & up_valid & up_ready; 
always@(posedge clk)begin
	if (!rst_n)begin
		buf_data_a <= 'd0;
		buf_data_b <= 'd0;
	end
	else if(enable_a) begin
		buf_data_a <= up_data;
		buf_data_b <= buf_data_b;
	end
	else if(enable_b) begin
		buf_data_b <= up_data;
		buf_data_a <= buf_data_a;
	end
	else begin
		buf_data_a <= buf_data_a;
		buf_data_b <= buf_data_b;
	end
end
assign sel_reg_en = down_valid & down_ready; 
always @(posedge clk)begin
	if (!rst_n)begin
		sel_b <= 1'b0;  
	end
	else if(sel_reg_en) begin
		sel_b <= ~sel_b;  
	end
end		
assign sel_a_over = (~sel_b) & down_valid & down_ready;
assign sel_b_over = (sel_b) & down_valid & down_ready; 
always@(posedge clk)begin
	if (!rst_n)begin
		buf_valid_a <= 'd0;
		buf_valid_b <= 'd0;
	end
	else begin
		buf_valid_a <= enable_a?1'b1:(sel_a_over?1'b0:buf_valid_a);
		buf_valid_b <= enable_b?1'b1:(sel_b_over?1'b0:buf_valid_b);
	end
end
assign down_data = sel_b?buf_data_b:buf_data_a;
assign my_accept = load_reg_en;
assign my_transmit = sel_reg_en;
endmodule
### constraint.sdc
current_design Handshakes_All

set clk_period 8.5
set clk_io_pct 0.2

create_clock -name clk0 -period $clk_period [get_ports {clk}]

set non_clock_inputs [all_inputs -no_clocks]
set_input_delay [expr $clk_period * $clk_io_pct] -clock clk0 $non_clock_inputs
set_output_delay [expr $clk_period * $clk_io_pct] -clock clk0 [all_outputs]
### run.sh
#!/bin/bash
# OpenROAD 26Q1-2900-gdf79404cd8, Yosys 0.63+post, stock flow scripts
make -C /OpenROAD-flow-scripts/flow DESIGN_CONFIG=/design/flow/config.mk WORK_HOME=/design/flow/orfs finish
### config.mk
export PLATFORM = sky130hd
export DESIGN_NAME = Handshakes_All
export DESIGN_NICKNAME = Handshakes_All
export VERILOG_FILES = /design/flow/design.v
export SDC_FILE = /design/flow/constraint.sdc
export NUM_CORES = 4
export LEC_CHECK = 1
export CORE_UTILIZATION = 30
==> COMMIT_EDITMSG <==
Store results of the implementation flow

- TritonRoute output was used to compute an average wire per cell of around 12 um.
* Floorplan die height: approximately 100 um
- Max transition margin: 0.464
- For this run, the share of the core covered by cells in the final layout is 0.401.
- Buffers placed on the I/O ports in this run total 71.
- The floorplan step records an initial core utilization of 0.307.
- Max fanout on the critical path was recorded as 4.
- Half-perimeter wire length of the detailed placement result: around 3.7 mm
- The repair_antennas step left the layout with diodes totalling 0.
* CTS buffer count: 9
* Share of layout cells above drive strength 1: 0.153
* Row cnt: 36
- The floorplan report gives the top-level pin count as between 70 and 80.
* Area growth, synth to finish: 30.8%
- Kind of critical path: input port to output port
* Warning total across the stage logs: 25
* Upper clock frequency limit: approximately 220 MHz
* Chip area: between 10000 and 15000 um^2
* Area inside the core boundary: between 9000 and 10000 um^2
- After its last routability iteration, the placer logged a weighted congestion of 0.696.
- Endpoints with negative setup slack in the final report add up to 0.
- The first global-routing pass estimated about 9.7 mm of wire.
- Per the final report, max-transition violations number 0.
- Combinational Power Share: 0.163
* Chip area in the Yosys report: between 2000 and 3000 um^2
- GRT Util Overall: 0.119
- Gate count after technology mapping: approximately 300
- On the reported timing paths, the clock transition at the registers reads about 0.06 ns.
* Mapped cell area: ~3000 um^2
- Library cell used as clock root buffer: clkbuf_8
* Seq share, synth: 0.456
- Leakage: about 1.7 nW
* Latency at later pin: around 0.33 ns
- Before antenna repair, the detailed router went through 4 iterations.
* Largest net degree at the start of global routing: approximately 55
- Total Power Consumption: approximately 0.7 mW
- The initial antenna violation count was 0.
- Register share of total power: 0.502
* IR Drop Worst-Case VDD: about 0.000066 V
* Min cycle time layout: between 4 and 5 ns
- Layout Skew: 0.00393 ns
* Syn. warnings: 3
* Residual antenna-violating net count after detailed routing: 0
* Flop and latch count out of synthesis: 68
- Net switching share of the total power: 0.237
- On the critical path the data arrives at 2.87 ns.
* Internal power: around 0.53 mW
- Dominant cell area share: 0.456
- Clock net sink count: roughly 70
- Type of origin of the critical path: input port
* # hold bufs at CTS: 0
- A synthesized cell averages 10.0 um^2.
* DRC viols: 0
- Detail-routed via count per cell: about 4.3
* Most area-hungry cell type in the Yosys netlist: dfxtp_1
* Clk pwr share: 0.335
- In the final timing run, aggregate negative setup slack is 0 ns.
- Unrepaired setup endpoints after global routing: no
* Aggregate global routing overflow: 0
- Top area cells in the synthesized netlist: dfxtp_1, mux2i_1, nand2_1
- In the Yosys stats the netlist draws on 19 distinct library cells.
* Result of the run: finished clean
- Looking at the post-CTS report, the setup buffer insertion count equals 0.
* Final Hold Vio Count: 0
* Resize count post-CTS: 0
- Of the available clock period, the critical path in the final layout requires 0.538.
- Required arrival time at the worst endpoint: ~6.8 ns
- Slew at the pin with the worst max-slew slack: 0.804 ns
* Via count of the first global-routing pass: approximately 2000
- Final WL: around 6.0 mm
- The H-tree was split into 3 levels.
- In this run the deepest clock path goes through 2 buffers.
* Cell Pwr Density: around 180 nW/um^2
* Via Count: 2168
- The number of maximum-capacitance violations recorded for the run is 0.
- In this run the worst hold path is classified as register to register.
- CTS tree: yes
* Detailed router's first-iteration violation count: between 40 and 50
- The worst setup path is captured at an output port.
- Net switching power of the design: between 0.15 and 0.2 mW
- Per the Yosys statistics, synthesis produced between 200 and 300 cells.
- Measured along the x axis, the die boundary spans about 100 um.
==> path summary, 6_finish.rpt <==
kind,startpoint,end,slack [ns],cells after the start
worst min-delay path,buf_data_a[31],buf_data_a[31],0.46,2
worst min register to register,buf_data_a[31],buf_data_a[31],0.46,2
worst max register to register,buf_valid_a,buf_data_a[3],6.90,4
worst max-delay path,up_valid,my_accept,3.93,3
==> power groups by stage <==
stage	registers [mW]	clock network [mW]	logic, mW
after CTS	0.346	0.244	0.115
after global routing	0.348	0.257	0.123
final	0.346	0.231	0.112
==> area by class of cell <==
cell class,count,area [um^2]
clock inverters,2,10.0
well taps,133,166
repair buffers,75,736
clock buffers,13,159
flip-flops and latches,68,1360
inverters,1,3.75
fillers,934,5830
multi-input cells,207,1470
==> worst max-delay path: stages <==
cell,delay [ns]
clkdlybuf4s50_1,0.45
a21boi_2,0.23
clkdlybuf4s50_1,0.49
==> cells by family after synthesis <==
group / Yosys count / synth area share
AND-OR/OR-AND: 6 / 0.0163
XOR/XNOR: 1 / 0.00293
buffers and inverters: 23 / 0.0532
flip-flops: 68 / 0.456
multiplexers: 96 / 0.335
AND/OR/NAND/NOR: 104 / 0.136
==> stage by stage <==
stage	hold slack, ns	setup slack, ns	instances	instance area (um^2)
global placement	0.440	3.95	484	3730
detailed placement	0.446	3.96	484	3730
finish	0.455	3.93	499	3900
floorplan	0.432	4.94	298	2990
CTS	0.460	3.93	499	3900
global route	0.470	3.91	499	3900
==> placed cells by master, fill, tap and decap left out <==
| cell | instances |
|---|---|
| o21a_1 | 3 |
| a21boi_2 | 1 |
| dfxtp_1 | 67 |
| clkbuf_1 | 2 |
| inv_1 | 1 |
| dfxtp_2 | 1 |
| mux2_2 | 32 |
| mux2i_1 | 64 |
| and2_1 | 1 |
| clkdlybuf4s50_1 | 70 |
| a21boi_0 | 2 |
| xnor2_1 | 1 |
| buf_2 | 1 |
| nand2_1 | 99 |
| clkbuf_8 | 11 |
| nand2_2 | 1 |
| clkinv_2 | 2 |
| or2_2 | 1 |
| and2b_2 | 2 |
| buf_4 | 4 |
==> metal layers <==
metal | global-route usage | vias up | routed length [um]
li1 | - | 1116 | -
met1 | 0.184 | 995 | 3080
met2 | 0.174 | 47 | 2550
met3 | 0.0287 | 10 | 305
met4 | 0.0201 | 0 | 99
met5 | 0 | - | 0
==> synthesized netlist by cell type, drive strengths merged <==
library cell  instances
a21boi                3
and2                  1
and2b                 2
buf                  11
clkbuf               11
dfxtp                68
inv                   1
mux2                 32
mux2i                64
nand2               100
o21a                  3
or2                   1
xnor2                 1
==> flip-flops by register name (all words and copies together), names as in the netlist <==
| register | count |
|---|---|
| buf_data_b | 32 |
| buf_data_a | 32 |
| sel_b | 1 |
| buf_valid_a | 1 |
| load_b | 1 |
| buf_valid_b | 1 |
Power and IR drop assume default switching activity.
